==> design.v <==
module delay_load(
    clk, 
    reset, 
    load, 
    z
);
input clk, reset, load;
output reg z;
reg [30:0] count;
initial begin
    z <= 1;
end
always @(posedge clk or negedge reset) begin
    if (~reset) begin
        count <= 0;
        z <= 1;
    end else begin
        if (load == 0 & z == 1) begin
            count <= count + 1;
            if (count == 2500000) begin
                z <= 0;
            end 
        end else begin
            z <= 1;
            count <= 0;
        end
    end
end
endmodule
module top_uart_echo(
    input wire clk,
    input wire reset,
    input wire rxd,
    output wire txd,
    output wire [15:0] led
);
    wire [7:0] rx_data;
    wire rx_complete;
    wire rx_error;
    wire load;
    reg [7:0] tx_data;
    uart_rx U0 (
        .clk(clk),
        .reset(reset),
        .rxd(rxd),
        .rx_data(rx_data),
        .rx_complete(rx_complete),
        .rx_error(rx_error),
        .led(led)
    );
    assign load = rx_complete;
    uart_tx U1 (
        .clk(clk),
        .reset(reset),
        .load(load),
        .d(tx_data),
        .txd(txd)
    );
    always @(posedge clk or negedge reset) begin
        if (~reset)
            tx_data <= 8'b0;
        else if (rx_complete)
            tx_data <= rx_data;
    end
endmodule
module tx_baud_rate(
    clk, 
    reset, 
    baud_en, 
    en
);
    parameter N=12;
    input clk;
    input reset;
    input baud_en;
    output reg en;
    reg [N-1:0] count;
    always@(posedge clk or negedge reset) begin
        if(~reset) begin
            en <= 0;
            count <= 0;
        end
        else begin
            if(baud_en) begin
                count <= count + 1'b1;
                if(count == 12'd2604) begin
                    count <= 0;
                    en <= 1;
                end
                else begin
                    en <= 0;
                end
            end
            else begin
                en <= 0;
                count <= 0;
            end
        end
    end
endmodule
module tx_fsm(clk, reset, z, d, en, baud_en, txd);
  input clk, reset, z, en;
  input [7:0] d;
  output reg baud_en;
  output reg txd;
  reg [3:0] state, next_state;
  parameter s0=4'b0000;
  parameter s1=4'b0001;
  parameter s2=4'b0010;
  parameter s3=4'b0011;
  parameter s4=4'b0100;
  parameter s5=4'b0101;
  parameter s6=4'b0110;
  parameter s7=4'b0111;
  parameter s8=4'b1000;
  parameter s9=4'b1001;
  parameter s10=4'b1010;
  always@(posedge clk or negedge reset) begin
    if(~reset) state <= s0;
    else state <= next_state;
  end
  always@(state or z or en) begin
    case(state)
      s0 : if(z == 0) next_state = s1;
           else next_state = s0;
      s1 : if(en == 1) next_state = s2;
           else next_state = s1;
      s2 : if(en == 1) next_state = s3;
           else next_state = s2;
      s3 : if(en == 1) next_state = s4;
           else next_state = s3;
      s4 : if(en == 1) next_state = s5;
           else next_state = s4;
      s5 : if(en == 1) next_state = s6;
           else next_state = s5;
      s6 : if(en == 1) next_state = s7;
           else next_state = s6;
      s7 : if(en == 1) next_state = s8;
           else next_state = s7;
      s8 : if(en == 1) next_state = s9;
           else next_state = s8;
      s9 : if(en == 1) next_state = s10;
           else next_state = s9;
      s10 : if(en == 1) next_state = s0;
            else next_state = s10;
      default : next_state = s0;
    endcase
  end
  always@(state) begin
    if(state==s0) begin
      txd=1;
      baud_en=0;
    end
    if(state==s1) begin
      txd=0;
      baud_en=1;
    end
    if(state==s2) begin
      txd=d[0];
      baud_en=1;
    end
    if(state==s3) begin
      txd=d[1];
      baud_en=1;
    end
    if(state==s4) begin
      txd=d[2];
      baud_en=1;
    end
    if(state==s5) begin
      txd=d[3];
      baud_en=1;
    end
    if(state==s6) begin
      txd=d[4];
      baud_en=1;
    end
    if(state==s7) begin
      txd=d[5];
      baud_en=1;
    end
    if(state==s8) begin
      txd=d[6];
      baud_en=1;
    end
    if(state==s9) begin
      txd=d[7];
      baud_en=1;
    end
    if(state==s10) begin
      txd=1;
      baud_en=1;
    end
  end
endmodule
module uart_rx(
    input wire clk,
    input wire reset,
    input wire rxd,
    output reg [7:0] rx_data,
    output wire rx_complete,
    output wire rx_error,
    output reg [15:0] led
);
parameter sys_freq = 50000000;  
parameter bps = 19200;  
parameter division = 16;  
parameter idle            = 4'd0;
parameter start_check     = 4'd1;
parameter cnt_2_rst       = 4'd2;
parameter first_wait      = 4'd3;
parameter first_sample    = 4'd4;
parameter second_wait     = 4'd5;
parameter second_sample   = 4'd6;
parameter third_wait      = 4'd7;
parameter third_sample    = 4'd8;
parameter data_decision   = 4'd9;
parameter stop_decision   = 4'd10;
parameter receive_complete = 4'd11;
parameter receive_error   = 4'd12;
reg [3:0] state, next_state;
reg [12:0] cnt_1;
reg [4:0] cnt_2;
reg [3:0] cnt_3;
reg b1, b2, b3;
always @(posedge clk or negedge reset) begin
    if (~reset)
        state <= idle;
    else
        state <= next_state;
end
always @(state or cnt_1 or rxd or cnt_2 or cnt_3) begin
    case(state)
        idle : 
            if ((cnt_1 == (sys_freq/(bps*division)) - 1'b1) && (rxd == 1'b0))
                next_state = start_check;
            else
                next_state = idle;
        start_check : 
            if ((cnt_1 == (sys_freq/(bps*division)) - 1'b1) && (rxd == 1'b1))
                next_state = idle;
            else if ((cnt_1 == (sys_freq/(bps*division)) - 1'b1) && (rxd == 1'b0))
                next_state = state;
            else if (cnt_2 == 5'd8)
                next_state = cnt_2_rst;
            else
                next_state = start_check;
        cnt_2_rst : 
            next_state = first_wait;
        first_wait : 
            if ((cnt_1 == (sys_freq/(bps*division)) - 1'b1))
                next_state = state;
            else if (cnt_2 == 5'd14)
                next_state = first_sample;
            else
                next_state = first_wait;
        first_sample : 
            next_state = second_wait;
        second_wait : 
            if ((cnt_1 == (sys_freq/(bps*division)) - 1'b1))
                next_state = state;
            else if (cnt_2 == 5'd16)
                next_state = second_sample;
            else
                next_state = second_wait;
        second_sample : 
            next_state = third_wait;
        third_wait : 
            if ((cnt_1 == (sys_freq/(bps*division)) - 1'b1))
                next_state = state;
            else if (cnt_2 == 5'd16)
                next_state = third_sample;
            else
                next_state = third_wait;
        third_sample : 
            if (cnt_3 == 4'd8)  
                next_state = stop_decision;
            else
                next_state = data_decision;
        data_decision : 
            next_state = cnt_2_rst;
        stop_decision : 
            if (catch_bit == 1'b1)
                next_state = receive_complete;
            else
                next_state = receive_error;
        receive_complete : 
            next_state = idle;
        receive_error : 
            next_state = idle;
        default : next_state = state;
    endcase
end
always @ (posedge clk or negedge reset) begin
    if (~reset)
        cnt_1 <= 0;
    else if ((cnt_1 == (sys_freq/(bps*division)) - 1'b1))
        cnt_1 <= 0;
    else
        cnt_1 <= cnt_1 + 1'b1;
end
always @ (posedge clk or negedge reset) begin
    if (~reset)
        cnt_2 <= 0;
    else begin
    case(state)
        idle : 
            if ((cnt_1 == (sys_freq/(bps*division)) - 1'b1) && (rxd == 1'b0))
                cnt_2 <= cnt_2 + 1'b1;
            else
                cnt_2 <= cnt_2;
        start_check : 
            if ((cnt_1 == (sys_freq/(bps*division)) - 1'b1) && (rxd == 1'b0))
                cnt_2 <= cnt_2 + 1'b1;
            else
                cnt_2 <= cnt_2;
        first_wait : 
            if ((cnt_1 == (sys_freq/(bps*division)) - 1'b1))
                cnt_2 <= cnt_2 + 1'b1;
            else
                cnt_2 <= cnt_2;
        second_wait : 
            if ((cnt_1 == (sys_freq/(bps*division)) - 1'b1))
                cnt_2 <= cnt_2 + 1'b1;
            else
                cnt_2 <= cnt_2;
        third_wait : 
            if ((cnt_1 == (sys_freq/(bps*division)) - 1'b1))
                cnt_2 <= cnt_2 + 1'b1;
            else
                cnt_2 <= cnt_2;
        cnt_2_rst : 
            cnt_2 <= 0;
        stop_decision : 
            cnt_2 <= 0;
        default : cnt_2 <= cnt_2;
    endcase
    end
end
always @ (posedge clk or negedge reset) begin
    if (~reset)
        cnt_3 <= 0;
    else if (state == data_decision)
        cnt_3 <= (cnt_3 + 1'b1);
    else if (state == stop_decision)
        cnt_3 <= 0;
    else
        cnt_3 <= cnt_3;
end
always @ (posedge clk) begin
    if (state == cnt_2_rst)
        b1 <= 1'b0;
    else if (state == idle)
        b1 <= 1'b0;
    else if (state == first_sample)
        b1 <= rxd;
    else
        b1 <= b1;
end
always @ (posedge clk) begin
    if (state == cnt_2_rst)
        b2 <= 1'b0;
    else if (state == idle)
        b2 <= 1'b0;
    else if (state == second_sample)
        b2 <= rxd;
    else
        b2 <= b2;
end
always @ (posedge clk) begin
    if (state == cnt_2_rst)
        b3 <= 1'b0;
    else if (state == idle)
        b3 <= 1'b0;
    else if (state == third_sample)
        b3 <= rxd;
    else
        b3 <= b3;
end
assign catch_bit = b1 & b2 | b1 & b3 | b2 & b3;
always @ (posedge clk or negedge reset) begin
    if (~reset)
        rx_data <= 8'b0000_0000;
    else begin
        if(state == idle)
            rx_data <= 8'd0;
        else if(state == data_decision)
            rx_data[cnt_3] <= catch_bit;
        else;
    end
end
assign rx_complete = (state == receive_complete) ? 1'b1 : 1'b0;
assign rx_error = (state == receive_error) ? 1'b1 : 1'b0;
always @(posedge clk or negedge reset) begin
    if (~reset) begin
        led <= 16'b0000_0000_0000_0000;
    end else if (rx_complete) begin
        led <= rx_data;
    end
end
endmodule
module uart_tx(
    clk, 
    reset, 
    load, 
    d, 
    txd
);
    input clk, reset, load;
    input [7:0] d;
    output txd;
    wire z;
    wire en;
    wire baud_en;
    delay_load U0(
        .clk(clk), 
        .reset(reset), 
        .load(load), 
        .z(z)
    );
    tx_fsm U1(
        .clk(clk), 
        .reset(reset), 
        .z(z), 
        .d(d), 
        .en(en), 
        .baud_en(baud_en), 
        .txd(txd)
    );
    tx_baud_rate U2(
        .clk(clk), 
        .reset(reset), 
        .baud_en(baud_en), 
        .en(en)
    );
endmodule
==> run.sh <==
#!/bin/bash
# OpenROAD 26Q1-2900-gdf79404cd8, Yosys 0.63+post, stock flow scripts
make -C /OpenROAD-flow-scripts/flow DESIGN_CONFIG=/design/flow/config.mk WORK_HOME=/design/flow/orfs finish
==> config.mk <==
export PLATFORM = sky130hd
export DESIGN_NAME = top_uart_echo
export DESIGN_NICKNAME = top_uart_echo
export VERILOG_FILES = /design/flow/design.v
export SDC_FILE = /design/flow/constraint.sdc
export NUM_CORES = 4
export LEC_CHECK = 1
export CORE_UTILIZATION = 40
==> constraint.sdc <==
current_design top_uart_echo

set clk_period 6.1
set clk_io_pct 0.2

create_clock -name clk0 -period $clk_period [get_ports {clk}]

set non_clock_inputs [all_inputs -no_clocks]
set_input_delay [expr $clk_period * $clk_io_pct] -clock clk0 $non_clock_inputs
set_output_delay [expr $clk_period * $clk_io_pct] -clock clk0 [all_outputs]
==> results.cfg <==
; generated from flow reports
[floorplanning]
die-height_um = 118
ios = 20
initCoreUtil_pct = 41.0
die-area_mm2 = 0.0140
die_x_um = 118
rows = 42
core_mm2 = 0.0132

[clock_network]
clkTransAtPathRegs_ps = 70
cts_hold_buf = 0
root_buffer = clkbuf_16
htree_levels = 3
worstSkewPairLatency_ps = 340
postCtsSetupBuffers = 0
ctsResizeCount = 0
clockBufferDepth = 2
numCtsBuffers = 9
cts_tree = built

[pwr]
fin_total_pwr_mw = 1.33
powerDensity_mw_per_mm2 = 223
ir_worst_vdd_uv = 139
leakage_nw = 2.69

[global_routing]
gr-total-overflow = 0
grtUsageTotal_pct = 15.1
grt_max_degree = 58
first_global_vias = 3569
grt_antenna_before_repair = 0
grt_pass1_wl_um = 17000

[logic_synthesis]
edf_count = 0
ys.flops = 112
yosys.cell_count.top_type = dfrtp_1
netlist_top_cells_count = dfrtp_1, nor2_1, o21ai_0, nand2_1, nand3_1
top_area_cell = dfrtp_1
postSynthCellCount = 520
ys_cells = 520
synth.distinct_cells = 59
synthTopCellsByArea = dfrtp_1, mux2_2, nor2_1
yosys_area_mm2 = 0.00541
synthesis.area_mm2 = 0.00541
async_flop_share_pct = 95.5
avgSynthCellArea_um2 = 10.4
ff_type = dfrtp_1
top_cell_area_share_pct = 48.1
synth_warnings = 6

[flow_run]
warnings = 33
drv_cap = 0

[worst_setup_path]
arrival_ps = 2730
worstSetupPathType = in -> reg
crit_path_cell_trace = clkdlybuf4s50_1, o21a_1, a211oi_1, a31oi_1, a31oi_1
required_ps = 6370
cp-start-kind = input pin
worstPathMaxFanout = 5
slowest_delay_ps = 550
crit_slowest_cell = a211oi_1
end_kind = flip-flop
path_common_cell = a31oi_1

[timing]
tightestPinTransition_ps = 719
untimed_endpoints = 3
rsz0062_at_grt = false
maxSlewHeadroom_pct = 52.0
fmaxAchievable_ghz = 0.406
holdWs_ps = 436
unclocked_regs = 2
fin_skew_ps = 7.61
finalSetupTns_ps = 0
period_minus_slack_ps = 2460
setup_viol = 0
finalHoldViolCount = 0
fin_crit_sh_pct = 40.4
final_max_slew_viol_count = 0

[worst_hold_path]
hold_class = reg -> reg

[drt]
drc = 0
drt_iter0_drc = 184
diodes = 0
ant_nets = 0
wl_per_cell_um = 13.4
dr.pass1.iters = 4
wl_um = 9500
vias = 3673
post_drt_via_cell_ratio = 5.19

[run_status]
outcome = finished clean

[placed_design]
port_buffers = 11
placed_cell_area_mm2 = 0.00565
gp_congestion = 0.781
dp_hpwl_um = 6270

[finish]
final_area_mm2 = 0.00595
areaGrowthSynthToFinish_pct = 10.1
final_core_util_pct = 45.1
drive_gt1_share_pct = 9.21
## placed cells by master, fill, tap and decap left out, types with 10 or more instances in the layout
| cell type | count |
|---|---|
| nor2b_1 | 14 |
| nand2_1 | 23 |
| xnor2_1 | 14 |
| xor2_1 | 18 |
| nand3_1 | 23 |
| o21ai_0 | 24 |
| inv_1 | 21 |
| dfrtp_1 | 104 |
| a21oi_1 | 15 |
| and3_1 | 12 |
| a31oi_1 | 10 |
| nor2_1 | 44 |
| nand4_1 | 14 |
| clkdlybuf4s50_1 | 10 |
| nor3_1 | 12 |
| mux2_2 | 17 |
| ha_1 | 13 |
## logic make-up (layout without fill, tap and decap cells)
logic type / Yosys count / count (layout) / synth area share [%]
AND-OR/OR-AND: 80 / 80 / 9.40
XOR/XNOR: 32 / 32 / 5.18
adder cells (fa/ha/maj): 14 / 14 / 3.19
buffers and inverters: 46 / 51 / 3.91
flip-flops: 110 / 110 / 50.7
latches: 2 / 2 / 0.555
multiplexers: 25 / 25 / 5.02
other: 1 / 8 / 0.0694
AND/OR/NAND/NOR: 210 / 210 / 22.0
## metrics by stage
step	std cells	setup slack, ps
final	708	3640
after global routing	708	3500
after CTS	708	3630
after detailed placement	692	3300
after global placement	692	3370
after floorplan	527	4030
## path summary, 6_finish.rpt
kind                                     startpoint                         end  slack, ps  depth (start not counted)
setup / recovery                                rxd     U0.cnt_2[4]$_DFFE_PN0P_       3640                          5
hold / removal                U0.state[3]$_DFF_PN0_       U0.state[0]$_DFF_PN1_        440                          1
setup reg to reg           U1.U0.count[0]$_DFF_PN0_   U1.U0.count[24]$_DFF_PN0_       3820                          5
hold reg to reg               U0.state[3]$_DFF_PN0_       U0.state[0]$_DFF_PN1_        440                          1
max in group asynchronous                     reset  asynchronous set/reset pin       4010                          2
min in group asynchronous                     reset    U1.U2.count[7]$_DFF_PN0_        890                          1
## per-layer routing
metal / GRT usage, % / wire length [um] / share of wire [%] / up-vias
met5: 0 / 0 / 0 / -
met4: 1.92 / 116 / 1.2 / 0
met3: 3.15 / 268 / 2.8 / 9
met2: 22.8 / 4240 / 45 / 32
met1: 24.1 / 4880 / 51 / 1770
li1: - / - / - / 1862
## flip-flops by register name (all words and copies together), names as in the netlist, 2 cells and up, named ones only
| name | count |
|---|---|
| U0.state | 13 |
| U0.cnt_3 | 4 |
| U0.cnt_1 | 13 |
| U1.U1.state | 2 |
| U1.U0.count | 31 |
| U0.rx_data | 8 |
| tx_data | 8 |
| U0.cnt_2 | 5 |
| U1.U2.count | 12 |
## where the power goes
group | switching (mW) | leakage [nW] | internal, mW | total, mW
clock network | 0.254 | 0.148 | 0.328 | 0.582
logic | 0.0146 | 1.07 | 0.00193 | 0.0166
registers | 0 | 1.48 | 0.729 | 0.729
total | 0.269 | 2.69 | 1.06 | 1.33
## worst max-delay path: cells and delay by family
kind	cells	cell delay [ps]
AOI/OAI and AO/OA	4	1030
buffers and inverters	1	470
## cell type report
type | count | area (um2)
tap | 176 | 220
fill | 1207 | 7240
multi-input combinational | 369 | 2450
sequential | 112 | 2770
clock inverter | 6 | 61.3
clock buffer | 10 | 239
timing repair buffer | 14 | 130
inverter | 21 | 78.8
No activity file was given, so power comes from the tool's default toggle rates.
